==> flow/design.v <==
module bit_controller (
    rst_,
    clk,
    mode,
    start_cmd,
    stop_cmd,
    write_bit_cmd,
    read_bit_cmd,
    bit_in,
    bit_out,
    busy,
    done,
    tick_start,
    tick_done,
    scl_in,
    sda_drive_low,
    sda_in
);
input           rst_;                
input           clk;                 
input   [1:0]   mode;                
input           start_cmd;           
input           stop_cmd;            
input           write_bit_cmd;       
input           read_bit_cmd;        
input           bit_in;              
output          bit_out;             
output          busy;                
output          done;                
output          tick_start;          
input           tick_done;           
input           scl_in;              
output          sda_drive_low;       
input           sda_in;              
reg             bit_out_reg;
reg             busy_reg;
reg             done_reg;
reg             tick_start_reg;
reg             sda_drive_low_reg;
reg     [8:0]   t_hd_sta;            
reg     [8:0]   t_su_sto;            
reg     [8:0]   fsm_counter;
typedef enum logic [3:0] {
    IDLE,
    START_A,
    START_B,
    START_C,
    STOP_A,
    STOP_B,
    STOP_C,
    WRITE_SETUP,
    WRITE_SCL,
    READ_SETUP,
    READ_SCL,
    READ_SAMPLE,
    DONE
} state_t;
state_t         fsm_state;
assign bit_out          = bit_out_reg;
assign busy             = busy_reg;
assign done             = done_reg;
assign tick_start       = tick_start_reg;
assign sda_drive_low    = sda_drive_low_reg;
always @(posedge clk or negedge rst_)
begin
    if (!rst_)
    begin
        fsm_state           <= IDLE;
        bit_out_reg         <= 0;
        busy_reg            <= 0;
        done_reg            <= 0;
        tick_start_reg      <= 0;
        sda_drive_low_reg   <= 0;
        fsm_counter         <= 0;
    end
    else
    begin
        case(fsm_state)
        IDLE:
        begin
            done_reg        <= 0;
            busy_reg        <= 0;
            fsm_counter     <= 0;
            if (start_cmd)
            begin
                busy_reg    <= 1;
                fsm_state   <= START_A;
            end
            else if (stop_cmd)
            begin
                busy_reg    <= 1;
                fsm_state   <= STOP_A;
            end
            else if (write_bit_cmd)
            begin
                busy_reg    <= 1;
                fsm_state   <= WRITE_SETUP;
            end
            else if (read_bit_cmd)
            begin
                busy_reg    <= 1;
                fsm_state   <= READ_SETUP;
            end
        end
        START_A:  
        begin
            sda_drive_low_reg   <= 0;  
            if (scl_in == 1)
                fsm_state       <=  START_B;
        end
        START_B:  
        begin
            sda_drive_low_reg   <= 1;  
            fsm_state           <= START_C;
        end
        START_C:  
        begin
            if (fsm_counter == (t_hd_sta - 1))
            begin
                fsm_counter     <= 0;
                tick_start_reg  <= 1;
                fsm_state       <= DONE;
            end
            else
                fsm_counter     <= fsm_counter + 1;
        end
        STOP_A:
        begin
            sda_drive_low_reg   <= 1;  
            if (scl_in == 1)
                fsm_state       <= STOP_B;
        end
        STOP_B:  
        begin
            if (fsm_counter == (t_su_sto - 1))
            begin
                fsm_counter         <= 0;
                sda_drive_low_reg   <= 0;  
                fsm_state           <= STOP_C;
            end
            else
                fsm_counter     <= fsm_counter + 1;
        end
        STOP_C:
        begin
            fsm_state           <= DONE;
        end
        WRITE_SETUP:
        begin
            sda_drive_low_reg   <= ~bit_in;
            tick_start_reg      <= 1;
            fsm_state           <= WRITE_SCL;
        end
        WRITE_SCL:
        begin
            tick_start_reg      <= 0; 
            if (tick_done)
                fsm_state       <= DONE;
        end
        READ_SETUP:
        begin
            sda_drive_low_reg   <= 0;  
            tick_start_reg      <= 1;
            fsm_state           <= READ_SCL;
        end
        READ_SCL:
        begin
            if (tick_done)
                fsm_state       <= READ_SAMPLE;
        end
        READ_SAMPLE:
        begin
            bit_out_reg         <= sda_in;
            fsm_state           <= DONE;
        end
        DONE:
        begin
            tick_start_reg  <= 0;
            done_reg        <= 1;
            busy_reg        <= 0;
            fsm_state       <= IDLE;
        end   
        endcase
    end
end
always @(*)
begin
    case(mode)
        2'd0:        
        begin
            t_hd_sta   = 9'd400;
            t_su_sto   = 9'd400;
           end
        2'd1:        
        begin
            t_hd_sta   = 9'd60;
            t_su_sto   = 9'd60;
        end
        2'd2:        
        begin
            t_hd_sta   = 9'd26;
            t_su_sto   = 9'd26;
        end    
        default:     
        begin
            t_hd_sta   = 9'd400;
            t_su_sto   = 9'd400;
        end
    endcase
end
endmodule
==> flow/run.sh <==
#!/bin/bash
# OpenROAD 26Q1-2900-gdf79404cd8, Yosys 0.63+post, stock flow scripts
make -C /OpenROAD-flow-scripts/flow DESIGN_CONFIG=/design/flow/config.mk WORK_HOME=/design/flow/orfs finish
==> flow/config.mk <==
export PLATFORM = sky130hd
export DESIGN_NAME = bit_controller
export DESIGN_NICKNAME = bit_controller
export VERILOG_FILES = /design/flow/design.v
export SDC_FILE = /design/flow/constraint.sdc
export NUM_CORES = 4
export LEC_CHECK = 1
export CORE_UTILIZATION = 30
==> flow/constraint.sdc <==
current_design bit_controller

set clk_period 3.4
set clk_io_pct 0.2

create_clock -name clk0 -period $clk_period [get_ports {clk}]

set non_clock_inputs [all_inputs -no_clocks]
set_input_delay [expr $clk_period * $clk_io_pct] -clock clk0 $non_clock_inputs
set_output_delay [expr $clk_period * $clk_io_pct] -clock clk0 [all_outputs]
==> out/results.env <==
RUN_STATUS='finished clean'
CPPEAKSTAGEDELAY_NS=0.53
POSTCTSRESIZEDCELLS=0
POST_ROUTE_CELLS_DRIVE_ABOVE_1_SHARE_PCT=7.69
HOLDWS_NS=0.478
NUMPORTBUFFERS=16
ANTENNA_VIOLATING_NETS_POST_ROUTE=0
DIE_WIDTH_MICRONS=67.3
GRT-OVFL-TOTAL=0
CRIT_PATH_CELL_TRACE='clkdlybuf4s50_1 -> inv_1 -> ha_1 -> or4b_4 -> mux2i_4 -> nand3_4 -> a21oi_1 -> mux2_1'
PWR_DENSITY_CELL_nW_PER_UM2=636
VIA_PER_INST=4.77
FAMILY_WITH_THE_MOST_DELAY_ON_THE_WORST_PATH='simple AND/OR/NAND/NOR gates'
SYNTH_SEQUENTIAL_AREA_RATIO_PCT=52.9
SYNTH-MAIN-FF-CELL='dfrtp_1'
YOSYS-STAT-AREA_SQ_UM=1280
MIN_PATH_TYPE='flip-flop to flip-flop'
ROUTED-VIA-COUNT=921
WORST_SETUP_PATH_STARTPOINT='mode[0]'
CLKPWRFRAC_PCT=19.4
FP_UTIL_PCT=31.5
SYN-CELL-AREA_SQ_UM=1280
PLACE_WS_NS=0.365
FINAL_MAX_SLEW_VIOL_COUNT=0
MOST-COMMON-LAYOUT-CELLS='dfrtp_1 (26), clkdlybuf4s50_1 (16), inv_1 (15), nand2_1 (12), nor2_1 (8)'
MIN-DELAY-START='fsm_state[5]$_DFF_PN0_'
CP-END-KIND='flip-flop'
RSZ_0062_RAISED_AFTER_GLOBAL_ROUTING='false'
IOS=17
FINAL_LAYOUT_TOP_LOGIC_CELL='dfrtp_1'
ROUTED_WIRE_LENGTH_PER_INSTANCE_MICRONS=11.6
CP_NUM_CELLS=8
MAX-CLOCK-PATH-BUFFERS=2
ENABLE_FLOP_CELLS=0
CTS_SETUP_BUFFERS=0
ENDPOINT='sda_drive_low_reg$_DFFE_PN0P_'
FINAL-HOLD-VIOLATION-COUNT=0
FINAL_UTIL_PCT=38.3
TIMING_WORST_SETUP_PATH_TYPE='primary input to flip-flop'
CLOCK_TREE.ROOT_CELL='clkbuf_8'
CTS-BUFFERS-INSERTED=3
RR_ENDPOINT='sda_drive_low_reg$_DFFE_PN0P_'
LAYOUT.CELLS.NON_FILLER=193
POST_SYNTH_NUM_CELL_TYPES=38
POWER_LEAKAGE_nW=0.723
POWER_SWITCHING_mW=0.340
WORST_IR_DROP_VDD_mV=0.449
P_COMB_SHARE_PCT=32.4
WARNINGS=26
YOSYSWARNINGS=1
SYNTH_ASYNC_SR_FLOP_SHARE_PCT=100
WORST_SLEW_MARGIN_REL_PCT=60.0
DIE_AREA_SQ_UM=4530
CORE_REGION_AREA_SQ_UM=4060
CPMAXSTAGEDELAYCELL='or4b_4'
DIE.SIZE.Y_MICRONS=67.3
NUMPLACEDINSTANCES=189
DP_HPWL_MM=1.67
CRITICAL_PATH_REQUIRED_NS=3.57
AVG_CELL_AREA_SYN_SQ_UM=10.4
CTSHTREEMAXLEVEL=1
GLOBAL_ROUTE_WIRE_LENGTH_BEFORE_REPAIR_MM=3.89
AREA_LEADERS='dfrtp_1 (51%), inv_1 (4.4%), nand2_1 (3.5%)'
YOSYS_REGISTER_BITS=27
CELL_INTERNAL_PWR_mW=0.648
DRCVIOLATIONCOUNT=0
ROUTED_WL_MM=2.24
GRT_START_MAX_NET_PINS=28
SETUP_VIOLATIONS=0
DRT_PRE_ANTENNA_ITERS=4
MAXCLOCKFREQUENCY_MHz=366
MINIMUM_PERIOD_IMPLIED_BY_THE_FINAL_WORST_SETUP_SLACK_NS=2.73
CP-START-KIND='primary input'
AREA_DELTA_SYNTH_FINAL_PCT=21.3
CLKLATENCYLATEPIN_NS=0.27
SYNTH_CELLS=123
POWER.SHARE.SWITCHING_PCT=34.5
SYNTHDOMINANTAREACELLTYPE='dfrtp_1'
REGISTERS.TOP_BY_FF_COUNT='fsm_state'
GROUTE.USAGE.OVERALL_PCT=11.7
CLOCK_SINKS=27
REG2REG_SLACK_NS=1.42
GP_ROUTABILITY_CONGESTION=0.848
MAX_CAP_VIOL_COUNT=0
LARGEST_REGISTER_FFS=13
POST_SYNTHESIS_CELL_COUNT_FROM_YOSYS=123
SETUP_SLACK_NS=0.668
ARRIVAL_NS=2.90
DRT_ITER0_MARKERS=70
WORST_SETUP_HOLD_PATH_CLK_SLEW_NS=0.10
NUMBER_OF_GLOBAL_ROUTE_VIAS_BEFORE_REPAIR=877
LAYOUT_WORST_PATH_CYCLE_SHARE_PCT=80.4
CTSHOLDBUFFERS=0
INITIAL_ANTENNA_VIOLATION_COUNT=0
CP_MAX_FO=8
TRITONCTS_CLOCK_TREE='built'
CP.BUFFERS_INVERTERS=2
REG_TOP3='fsm_state (13), fsm_counter (9)'
DETAIL_ROUTE.ANTENNA_DIODES=0
WORSTREGTOREGCELLS=5
CORE.ROWCOUNT=23
TNS_NS=0
WORST_CLOCK_SKEW_NS=0.00297
TIGHTEST_SLEW_NS=0.598
REGTOREGSTARTPOINT='fsm_counter[7]$_DFFE_PN0P_'
SEQ_POWER_SHARE_PCT=48.2
POST-SYNTH-TOP-AREA-FRACTION_PCT=50.8
[power groups by stage]
stage / Clock (mW) / Sequential, mW / Combinational, mW
CTS: 0.200 / 0.475 / 0.322
global route: 0.211 / 0.487 / 0.364
finish: 0.191 / 0.476 / 0.320
[layout make-up]
cell class	instances	area, sq um
Multi-Input combinational cell	80	539
Fill cell	382	2500
Inverter	15	56.3
Clock inverter	1	8.76
Clock buffer	3	41.3
Timing Repair Buffer	17	168
Sequential cell	27	677
Tap cell	50	62.6
[layer usage]
metal  wire length, microns  track usage, %  vias up
met1                   1140            17.6      432
met5                      0               0        -
met4                      6           0.266        0
met2                    963            17.8       18
met3                    130            4.28        2
li1                       -               -      469
[Yosys cell counts (2+ instances only)]
cell type,instances
or3_1,3
xnor2_1,2
nand3_1,4
o21ai_1,4
ha_1,3
nor2_1,8
a31oi_1,2
nand2_1,12
inv_1,15
a21oi_1,3
a22o_1,3
o21ai_0,5
nor3_1,3
and2_1,2
dfrtp_1,26
a21o_1,5
xor2_1,2
[worst min path at each step]
stage | end | slack (ns) | depth (start not counted)
4_1_cts | fsm_state[10]$_DFF_PN0_ | 0.48 | 1
6_report | fsm_state[5]$_DFF_PN0_ | 0.48 | 1
5_1_grt | fsm_state[5]$_DFF_PN0_ | 0.51 | 1
[logic make-up after synthesis]
group | Yosys count | synth area share, %
compound gates | 27 | 14.2
xor+xnor | 4 | 2.74
fa+ha+maj | 3 | 2.93
buf+inv | 16 | 4.99
flops | 27 | 52.9
mux | 3 | 3.52
simple gates | 43 | 18.8
[per-stage QoR]
stage / total power [mW] / area (sq um)
after floorplan: 0.677 / 1280
after global placement: 0.792 / 1500
final: 0.988 / 1550
after detailed placement: 0.800 / 1500
after CTS: 0.998 / 1550
after global routing: 1.06 / 1550
[worst reg2reg max path, stage by stage, from the launching register on]
cell and delay (ns):
dfrtp_1 0.44, or4b_4 0.57, mux2i_4 0.19, nand3_4 0.14
a21oi_1 0.20, mux2_1 0.33
Power is estimated from default activity; no workload was simulated.
